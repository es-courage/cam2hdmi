==> ./run.sh <==
#!/bin/bash
# OpenROAD 26Q1-2900-gdf79404cd8, Yosys 0.63+post, stock flow scripts
make -C /OpenROAD-flow-scripts/flow DESIGN_CONFIG=/design/flow/config.mk WORK_HOME=/design/flow/orfs finish
==> ./config.mk <==
export PLATFORM = sky130hd
export DESIGN_NAME = camera_parameters
export DESIGN_NICKNAME = camera_parameters
export VERILOG_FILES = /design/flow/design.v
export SDC_FILE = /design/flow/constraint.sdc
export NUM_CORES = 4
export LEC_CHECK = 1
export CORE_UTILIZATION = 40
==> ./constraint.sdc <==
current_design camera_parameters

set clk_period 1.0
set clk_io_pct 0.2

create_clock -name clk0 -period $clk_period [get_ports {clk}]

set non_clock_inputs [all_inputs -no_clocks]
set_input_delay [expr $clk_period * $clk_io_pct] -clock clk0 $non_clock_inputs
set_output_delay [expr $clk_period * $clk_io_pct] -clock clk0 [all_outputs]
==> ./design.v <==
parameter DRAM_TYPE = "DDR3";
parameter nCK_PER_CLK = 4;
parameter tCK = 2500;
parameter REG_CTRL = "OFF";
parameter DQ_WIDTH = 32;
parameter DRAM_WIDTH = 16;
parameter ECC = "OFF";
parameter RANK_WIDTH = 1;
parameter BANK_WIDTH = 3;
parameter ROW_WIDTH = 15;
parameter COL_WIDTH = 10;
parameter tRP = 15000;
parameter tRRD = 10000;
parameter tRTP = 7500;
parameter tRCD = 15000;
parameter tRC = 55000;
parameter tRAS = 37500;
parameter tFAW = 40000;
parameter tWTR = 7500;
parameter tCKE = 10000;
parameter tREFI = 7800000;
parameter tRFC = 260000;
parameter tDLLK = 512;
parameter BURST_MODE = "8";
parameter BURST_TYPE = "SEQ";
parameter CL = 6;
parameter CWL = 5;
parameter AL = "0";
parameter SLOT_0_CONFIG = 8'b00000001;
parameter SLOT_1_CONFIG = 8'b00000000;
parameter RTT_NOM = "60";
parameter RTT_WR = "OFF";
parameter USER_REFRESH = "OFF";
parameter ADDR_CMD_MODE = "1T";
parameter OUTPUT_DRV = "LOW";
parameter WDEPTH = 1024;
parameter WDSIZE = 128;
parameter RDEPTH = 1024;
parameter RDSIZE = 128;
parameter AEMPT = 1;
parameter AFULL = 1;
parameter ASIZE = 10;
parameter RASIZE = 10;
parameter WDEPTH = 4096;
parameter WDSIZE = 16;
parameter RDEPTH = 4096;
parameter RDSIZE = 16;
parameter ASIZE = 12;
parameter RASIZE = 12;
parameter DRAM_TYPE = "DDR3";
parameter nCK_PER_CLK = 4;
parameter tCK = 2500;
parameter REG_CTRL = "OFF";
parameter DQ_WIDTH = 32;
parameter DRAM_WIDTH = 16;
parameter ECC = "OFF";
parameter RANK_WIDTH = 1;
parameter BANK_WIDTH = 3;
parameter ROW_WIDTH = 15;
parameter COL_WIDTH = 10;
parameter tRP = 15000;
parameter tRRD = 10000;
parameter tRTP = 7500;
parameter tRCD = 15000;
parameter tRC = 55000;
parameter tRAS = 37500;
parameter tFAW = 40000;
parameter tWTR = 7500;
parameter tCKE = 10000;
parameter tREFI = 7800000;
parameter tRFC = 260000;
parameter tDLLK = 512;
parameter BURST_MODE = "8";
parameter BURST_TYPE = "SEQ";
parameter CL = 6;
parameter CWL = 5;
parameter AL = "0";
parameter SLOT_0_CONFIG = 8'b00000001;
parameter SLOT_1_CONFIG = 8'b00000000;
parameter RTT_NOM = "60";
parameter RTT_WR = "OFF";
parameter USER_REFRESH = "OFF";
parameter ADDR_CMD_MODE = "1T";
parameter OUTPUT_DRV = "LOW";
parameter WDEPTH = 4096;
parameter WDSIZE = 16;
parameter RDEPTH = 4096;
parameter RDSIZE = 16;
parameter ASIZE = 12;
parameter RASIZE = 12;
module camera_parameters(
    input clk,
    input rst_n,
    input [2:0] param_addr,
    input [31:0] param_data,
    input wr_en,
    output reg [31:0] param0,
    output reg [31:0] param1,
    output reg [31:0] param2,
    output reg [31:0] param3,
    output reg [31:0] param4,
    output reg [31:0] param5,
    output reg [31:0] param6,
    output reg [31:0] param7
);
    reg [31:0] parameters[0:7];
    always @(posedge clk or negedge rst_n) begin
        if (!rst_n) begin
            parameters[0] <= 32'h00000578;
            parameters[1] <= 32'h00000578;
            parameters[2] <= 32'h00000280;
            parameters[3] <= 32'h000001C2;
            parameters[4] <= 32'hFFFFFC18;
            parameters[5] <= 32'h00000064;
            parameters[6] <= 32'h00000000;
            parameters[7] <= 32'h00000000;
            param0 <= 32'h00000578;
            param1 <= 32'h00000578;
            param2 <= 32'h00000280;
            param3 <= 32'h000001C2;
            param4 <= 32'hFFFFFC18;
            param5 <= 32'h00000064;
            param6 <= 32'h00000000;
            param7 <= 32'h00000000;
        end else if (wr_en) begin
            parameters[param_addr] <= param_data;
            param0 <= parameters[0];
            param1 <= parameters[1];
            param2 <= parameters[2];
            param3 <= parameters[3];
            param4 <= parameters[4];
            param5 <= parameters[5];
            param6 <= parameters[6];
            param7 <= parameters[7];
        end
    end
endmodule
==> flow_summary.json <==
{
  "yosysWarnings": 2,
  "cts_tree": "yes",
  "grt_pass1_wl_mm": 73.37,
  "fin_skew_ns": 0.007420,
  "drt_iter0_drc": 487,
  "cp_top_family": "flip-flops",
  "die_x_um": 220.9,
  "numSynthFlops": 512,
  "end_kind": "primary output",
  "setup_violations": 280,
  "rows": 79,
  "hold_violations": 0,
  "cpMaxStageDelayCell": "dfstp_2",
  "slowest_delay_ns": 0.55,
  "synthSimpleGateAreaFrac": 0.004506,
  "gp_congestion": 0.7776,
  "seq_area_frac_synth": 0.6745,
  "synth_cell_types": 11,
  "antenna_found_initial": 0,
  "common_cells": "mux2_2 (495), dfrtp_1 (422), dfstp_2 (90)",
  "crit_fanout": 2,
  "synthDominantCellAreaShare": 0.5511,
  "irDropWorstVdd_mv": 1.176,
  "worst_r2r_path_depth": 4,
  "die_h_um": 220.9,
  "clkLatencyLatePin_ns": 0.58,
  "avgSynthCellArea_um2": 17.56,
  "max-cap-violations": 0,
  "grt-ovfl-total": 0,
  "flop_cell": "dfrtp_1",
  "vias": 10980,
  "edf_count": 0,
  "yosys_cells": 1091,
  "wl_mm": 47.25,
  "drive_gt1_frac": 0.7089,
  "power_density_nw_per_um2": 2332,
  "h-tree-depth": 2,
  "ys_top_cells_by_area": "dfrtp_1 (55%), mux2_2 (29%), dfstp_2 (12%)",
  "critPathKind": "reg -> out",
  "r2r_end": "param6[31]",
  "port_buffers": 293,
  "critPathRequiredTime_ns": 0.80,
  "rrSetupSlack_ns": -0.11,
  "violations": "negative setup slack",
  "hp-start": "wr_en",
  "clock_path_buffers": 3,
  "run_status": "finished with violations",
  "warnings": 28,
  "report.final.slew_viol_count": 0,
  "ant_nets": 0,
  "slew_headroom": 0.6573,
  "grt_pass1_vias": 11930,
  "start_kind": "register",
  "fp.dieArea_um2": 48780,
  "arrival_ns": 1.24,
  "rsz0062_at_grt": "true",
  "crit_buf_inv": 1,
  "seq_area_um2": 12920,
  "avgRoutedWirePerCell_um": 20.72,
  "hold-path-cell-count": 3,
  "fin_ws_ns": -0.4364,
  "yosysMostFrequentCell": "mux2_2",
  "syn_area_um2": 19160,
  "fp_util": 0.4090,
  "adder_share": 0,
  "fin_crit_ns": 1.436,
  "ys_top_logic_family": "multiplexers",
  "drc": 0,
  "path_clk_slew_ns": 0.06,
  "hold_class": "in -> reg",
  "ys_chip_area_um2": 19160,
  "n_fill_cell": 3665,
  "worstMarginPinSlew_ns": 0.5140,
  "leakage_nw": 12.69,
  "num_io_pins": 294,
  "logic_area_um2": 6892,
  "dp_hpwl_mm": 29.10,
  "grt_max_degree": 41,
  "final_util": 0.5669,
  "hold_end": "param1[22]",
  "vias_per_cell": 4.815,
  "layout-area-overhead-vs-synth_pct": 38.62,
  "clockRootBuffer": "clkbuf_16",
  "async_flop_share": 1.000,
  "rr_startpoint": "param6[31]",
  "synth_cells": 1091,
  "globalRouteTotalUtil": 0.2047,
  "synth.largest_area_cell": "dfrtp_1",
  "max_freq_mhz": 696.2,
  "coreArea_um2": 46850,
  "cts_buffers": 53,
  "post-place-ws_ns": -1.070,
  "firstDrtPassIters": 15,
  "clock-sinks": 512,
  "mux_share": 0.3009,
  "aoi_share": 0,
  "crit_chain": "buf_2",
  "antenna-diode-count": 0,
  "ys_sh_xor": 0,
  "finalCritPeriodShare": 1.436
}
-- timing repair --
item                       4_1_cts  5_1_grt
setup buffers                   79       40
pin swaps                        1        3
hold endpoints to repair       455      444
gates resized                  837       67
hold buffers                     1        1
setup endpoints to repair      512      345
cloned                           2        3
-- state kept, by name, summed over array words and instances (netlist names) --
signal,cells
param0,32
param1,32
param2,32
param3,32
param4,32
param5,32
param6,32
param7,32
parameters,256
-- report_power, final --
part | switching, mW | internal (mW) | total, mW
Combinational | 3.53 | 9.96 | 13.5
Clock | 7.72 | 11.1 | 18.9
Sequential | 3.14 | 26.5 | 29.6
-- placed cells by master, fill, tap and decap left out, types with 25 or more instances in the layout --
| cell | instances |
|---|---|
| buf_12 | 30 |
| mux2_4 | 265 |
| clkdlybuf4s50_1 | 32 |
| buf_6 | 67 |
| buf_2 | 243 |
| buf_4 | 164 |
| mux2_2 | 244 |
| dfstp_2 | 90 |
| clkbuf_1 | 25 |
| dfrtp_1 | 422 |
| clkbuf_16 | 56 |
-- worst max path at each step --
stage / startpoint / to / slack (ns) / depth (start not counted)
CTS: param4[26] / param4[26] / -0.48 / 1
global route: param4[26] / param4[26] / -0.50 / 1
finish: param4[26] / param4[26] / -0.44 / 1
-- cell families (layout without fill, tap and decap cells) --
kind of cell | count (synthesis) | count (layout)
mux | 512 | 512
simple gates | 8 | 8
buf+inv | 59 | 641
flops | 512 | 512
-- routing by layer --
| metal | part of all wire | up-vias | wire length, um | GRT usage |
|---|---|---|---|---|
| met3 | 0.068 | 49 | 3232 | 0.05650 |
| met5 | 0 | - | 0 | 0 |
| met1 | 0.48 | 5693 | 22520 | 0.3426 |
| li1 | - | 4953 | - | - |
| met4 | 0.017 | 0 | 825 | 0.03384 |
| met2 | 0.44 | 284 | 20670 | 0.2861 |
-- final cells by class --
class,count,area share
Sequential cell,512,0.4866
Clock inverter,2,0.001319
Multi-Input combinational cell,520,0.2595
Clock buffer,93,0.06124
Timing Repair Buffer,546,0.1628
Tap cell,607,0.02859
-- per-stage QoR --
step	total power, mW	hold WS [ns]	area, um2	std cells	TNS, ns
floorplan	34.64	-0.09559	20550	1091	-71.06
global placement	44.15	0.1902	25110	2096	-319.55
detailed placement	44.35	0.1886	25110	2096	-325.25
CTS	62.20	0.1214	26230	2273	-88.84
global route	65.12	0.1594	26560	2280	-90.81
finish	61.95	0.1709	26560	2280	-77.99
Power and IR drop assume default switching activity.
