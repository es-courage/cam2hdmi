`./config.mk`:
```
export PLATFORM = sky130hd
export DESIGN_NAME = distortion_correction
export DESIGN_NICKNAME = distortion_correction
export VERILOG_FILES = /design/flow/design.v
export SDC_FILE = /design/flow/constraint.sdc
export NUM_CORES = 4
export LEC_CHECK = 1
export CORE_UTILIZATION = 30
```
`./constraint.sdc`:
```
current_design distortion_correction

set clk_period 26.9
set clk_io_pct 0.2

create_clock -name clk0 -period $clk_period [get_ports {clk}]

set non_clock_inputs [all_inputs -no_clocks]
set_input_delay [expr $clk_period * $clk_io_pct] -clock clk0 $non_clock_inputs
set_output_delay [expr $clk_period * $clk_io_pct] -clock clk0 [all_outputs]
```
`./design.v`:
```
parameter DRAM_TYPE = "DDR3";
parameter nCK_PER_CLK = 4;
parameter tCK = 2500;
parameter REG_CTRL = "OFF";
parameter DQ_WIDTH = 32;
parameter DRAM_WIDTH = 16;
parameter ECC = "OFF";
parameter RANK_WIDTH = 1;
parameter BANK_WIDTH = 3;
parameter ROW_WIDTH = 15;
parameter COL_WIDTH = 10;
parameter tRP = 15000;
parameter tRRD = 10000;
parameter tRTP = 7500;
parameter tRCD = 15000;
parameter tRC = 55000;
parameter tRAS = 37500;
parameter tFAW = 40000;
parameter tWTR = 7500;
parameter tCKE = 10000;
parameter tREFI = 7800000;
parameter tRFC = 260000;
parameter tDLLK = 512;
parameter BURST_MODE = "8";
parameter BURST_TYPE = "SEQ";
parameter CL = 6;
parameter CWL = 5;
parameter AL = "0";
parameter SLOT_0_CONFIG = 8'b00000001;
parameter SLOT_1_CONFIG = 8'b00000000;
parameter RTT_NOM = "60";
parameter RTT_WR = "OFF";
parameter USER_REFRESH = "OFF";
parameter ADDR_CMD_MODE = "1T";
parameter OUTPUT_DRV = "LOW";
parameter WDEPTH = 1024;
parameter WDSIZE = 128;
parameter RDEPTH = 1024;
parameter RDSIZE = 128;
parameter AEMPT = 1;
parameter AFULL = 1;
parameter ASIZE = 10;
parameter RASIZE = 10;
parameter WDEPTH = 4096;
parameter WDSIZE = 16;
parameter RDEPTH = 4096;
parameter RDSIZE = 16;
parameter ASIZE = 12;
parameter RASIZE = 12;
parameter DRAM_TYPE = "DDR3";
parameter nCK_PER_CLK = 4;
parameter tCK = 2500;
parameter REG_CTRL = "OFF";
parameter DQ_WIDTH = 32;
parameter DRAM_WIDTH = 16;
parameter ECC = "OFF";
parameter RANK_WIDTH = 1;
parameter BANK_WIDTH = 3;
parameter ROW_WIDTH = 15;
parameter COL_WIDTH = 10;
parameter tRP = 15000;
parameter tRRD = 10000;
parameter tRTP = 7500;
parameter tRCD = 15000;
parameter tRC = 55000;
parameter tRAS = 37500;
parameter tFAW = 40000;
parameter tWTR = 7500;
parameter tCKE = 10000;
parameter tREFI = 7800000;
parameter tRFC = 260000;
parameter tDLLK = 512;
parameter BURST_MODE = "8";
parameter BURST_TYPE = "SEQ";
parameter CL = 6;
parameter CWL = 5;
parameter AL = "0";
parameter SLOT_0_CONFIG = 8'b00000001;
parameter SLOT_1_CONFIG = 8'b00000000;
parameter RTT_NOM = "60";
parameter RTT_WR = "OFF";
parameter USER_REFRESH = "OFF";
parameter ADDR_CMD_MODE = "1T";
parameter OUTPUT_DRV = "LOW";
parameter WDEPTH = 4096;
parameter WDSIZE = 16;
parameter RDEPTH = 4096;
parameter RDSIZE = 16;
parameter ASIZE = 12;
parameter RASIZE = 12;
module distortion_correction #(
    parameter DATA_WIDTH = 16,
    parameter H_RES = 1280,
    parameter V_RES = 720
)(
    input clk,
    input rst_n,
    input [15:0] fx, fy,       
    input [15:0] cx, cy,       
    input [15:0] k1, k2, k3,   
    input valid_params,
    input [DATA_WIDTH-1:0] vin_data,
    input vin_de, vin_vs, vin_hs,
    input [9:0] pixel_x, pixel_y,
    output reg [DATA_WIDTH-1:0] vout_data,
    output reg vout_de, vout_vs, vout_hs,
    input [15:0] ram_rd_data,
    output reg [19:0] ram_rd_addr,
    output reg ram_rd_en
);
    localparam IDLE = 2'b00;
    localparam CALC = 2'b01;
    localparam WAIT = 2'b10;
    localparam OUT  = 2'b11;
    reg [1:0] state, next_state;
    reg signed [15:0] x_norm, y_norm;       
    reg signed [31:0] x2, y2, r2;           
    reg signed [31:0] r4, r6;               
    reg signed [31:0] distortion_factor;    
    reg signed [15:0] x_distorted, y_distorted;   
    reg [9:0] corrected_x, corrected_y;     
    reg [9:0] px_d1, py_d1, px_d2, py_d2;
    reg de_d1, vs_d1, hs_d1;
    reg de_d2, vs_d2, hs_d2;
    reg de_d3, vs_d3, hs_d3;
    reg [2:0] calc_cnt;
    always @(posedge clk or negedge rst_n) begin
        if (!rst_n) begin
            state <= IDLE;
        end else begin
            state <= next_state;
        end
    end
    always @(*) begin
        case (state)
            IDLE: next_state = (vin_de && valid_params) ? CALC : IDLE;
            CALC: next_state = (calc_cnt == 3'd4) ? WAIT : CALC;
            WAIT: next_state = OUT;
            OUT:  next_state = IDLE;
            default: next_state = IDLE;
        endcase
    end
    always @(posedge clk or negedge rst_n) begin
        if (!rst_n) begin
            calc_cnt <= 0;
            x_norm <= 0; y_norm <= 0;
            x2 <= 0; y2 <= 0; r2 <= 0;
            r4 <= 0; r6 <= 0;
            distortion_factor <= 0;
            x_distorted <= 0; y_distorted <= 0;
            corrected_x <= 0; corrected_y <= 0;
        end else begin
            case (state)
                IDLE: begin
                    calc_cnt <= 0;
                    if (vin_de && valid_params) begin
                        x_norm <= (pixel_x - cx);
                        y_norm <= (pixel_y - cy);
                    end
                end
                CALC: begin
                    calc_cnt <= calc_cnt + 1;
                    case (calc_cnt)
                        3'd0: begin
                            x2 <= x_norm * x_norm;
                            y2 <= y_norm * y_norm;
                        end
                        3'd1: begin
                            r2 <= x2 + y2;
                        end
                        3'd2: begin
                            r4 <= (r2 * r2) >> 16;   
                            r6 <= (r2 * r2 * r2) >> 24;
                        end
                        3'd3: begin
                            distortion_factor <= 32'h10000 + 
                                               ((k1 * r2) >> 8) + 
                                               ((k2 * r4) >> 8) + 
                                               ((k3 * r6) >> 8);
                        end
                        3'd4: begin
                            x_distorted <= (x_norm * distortion_factor) >> 16;
                            y_distorted <= (y_norm * distortion_factor) >> 16;
                        end
                    endcase
                end
                WAIT: begin
                    corrected_x <= cx + x_distorted;
                    corrected_y <= cy + y_distorted;
                end
                default: begin
                    calc_cnt <= 0;
                end
            endcase
        end
    end
    wire in_bounds = (corrected_x < H_RES) && (corrected_y < V_RES) && 
                    (corrected_x >= 0) && (corrected_y >= 0);
    always @(posedge clk or negedge rst_n) begin
        if (!rst_n) begin
            px_d1 <= 0; py_d1 <= 0; px_d2 <= 0; py_d2 <= 0;
            de_d1 <= 0; vs_d1 <= 0; hs_d1 <= 0;
            de_d2 <= 0; vs_d2 <= 0; hs_d2 <= 0;
            de_d3 <= 0; vs_d3 <= 0; hs_d3 <= 0;
            ram_rd_addr <= 0;
            ram_rd_en <= 0;
            vout_data <= 0;
            vout_de <= 0; vout_vs <= 0; vout_hs <= 0;
        end else begin
            px_d1 <= pixel_x; py_d1 <= pixel_y;
            px_d2 <= px_d1;   py_d2 <= py_d1;
            de_d1 <= vin_de; vs_d1 <= vin_vs; hs_d1 <= vin_hs;
            de_d2 <= de_d1;  vs_d2 <= vs_d1;  hs_d2 <= hs_d1;
            de_d3 <= de_d2;  vs_d3 <= vs_d2;  hs_d3 <= hs_d2;
            if (state == OUT) begin
                if (valid_params && de_d3 && in_bounds) begin
                    ram_rd_addr <= corrected_y * H_RES + corrected_x;
                    ram_rd_en <= 1'b1;
                end else begin
                    ram_rd_addr <= py_d2 * H_RES + px_d2;
                    ram_rd_en <= de_d3;
                end
            end else begin
                ram_rd_en <= 1'b0;
            end
            vout_data <= ram_rd_data;
            vout_de <= de_d3;
            vout_vs <= vs_d3;
            vout_hs <= hs_d3;
        end
    end
endmodule
```
`./run.sh`:
```
#!/bin/bash
# OpenROAD 26Q1-2900-gdf79404cd8, Yosys 0.63+post, stock flow scripts
make -C /OpenROAD-flow-scripts/flow DESIGN_CONFIG=/design/flow/config.mk WORK_HOME=/design/flow/orfs finish
```
==> notes.md <==
On the backend side, the flow ran end to end.

TritonCTS built the clock tree. The average routed wire per standard cell stands at 15.8 um. For this design, Yosys synthesis ends with a cell count of 10900. The sum of routed wire length over all layers stands at 242000 um. The final-report setup violation count stands at 0. The finished layout cell area stands at 109000 um2. The cell area that synthesis handed to floorplanning was 100000 um2.

Per the GRT congestion report, total overflow comes to 0. The initial antenna violation count was 16. Of the cells placed in the final design, the portion with a size suffix greater than 1 is 3.68%. The part of the Yosys area used for sequential elements stands at 7.78%. Setup repair after global routing left no endpoint under its margin. The number of clock sinks stands at 312. For reference, the placement row count at floorplan is 212. The floorplan step defined a die boundary enclosing 337000 um2. Relative to the synthesized area, the layout overhead comes to 8.43%.

Before CTS, the worst setup slack after placement is 10.26 ns. The minimum clock period stands at 16.78 ns. The CTS report gives the tree buffer count as 42.

The setup clock skew after layout stands at 0.0613 ns. The number of nets with antenna violations after detailed routing stands at 0. By startpoint and endpoint, the worst setup path is classified as reg2reg.

The number of instances resized during post-cts repair stands at 0. The post-synth tally of flip-flops with integrated enable stands at 0. The commonest register cell is sky130_fd_sc_hd__dfrtp_1.

Hold analysis shows the worst path with a depth of 0. The worst-case reg-to-reg setup slack stands at 10.12 ns. The die width stands at 581 um. 210 I/O pins were placed. In this build the clock could be raised as far as 0.0596 GHz. In this run the vertical extent of the chip is 581 um. The register clock-pin slew on the reported worst setup and hold paths stands at 0.06 ns. The synthesized design spends more area on one cell type than any other, namely sky130_fd_sc_hd__fa_1. The first-iteration detailed-routing DRC count stands at 2242.

The floorplan core area stands at 333000 um2. In the final timing run, aggregate negative setup slack is 0 ns. The via count normalized by instance count stands at 4.42. Following the worst setup path forward leads to its endpoint at r6[7]. The endpoint arrival time on the critical path stands at 17.26 ns. The routed via count stands at 67500. The critical path maximum fanout is 41. The number of levels the H-tree was split into stands at 2. The first global-routing pass estimated 403000 um of wire. The HPWL reported at the end of detailed placement stands at 194000 um.

The synthesized netlist handed to floorplanning was reported with a cell count of 10900. The register bit count reported by yosys stands at 312. Summing over the stages, the warning tally comes to 91.

The starting density of the core stands at 30.1%. Once the clock tree was built, the setup fixing pass inserted 0 buffers. The longest clock path from root to sink contains 3 buffers.

The worst register-to-register path begins at r2[8]. The number of port buffers stands at 161. The number of hold buffers added after cts stands at 0. OpenSTA lists the critical path startpoint as r2[8]. By area the synthesized netlist is led by sky130_fd_sc_hd__fa_1 45%, sky130_fd_sc_hd__ha_1 12%, sky130_fd_sc_hd__inv_1 10%, sky130_fd_sc_hd__dfrtp_1 7.7%, sky130_fd_sc_hd__nand2_1 6.0%. Among all stages on the critical path, the largest delay is contributed by sky130_fd_sc_hd__dfrtp_2. The worst setup path is launched from a register. The post-synthesis cell type count stands at 77. In this run the maximum-capacitance check reported violations numbering 0. The overall global routing resource usage stands at 15.9%. Measured in cells, the most critical reg-to-reg path has a length of 59. The final hold violation count stands at 0. In this design, the stage delay of the slowest critical-path cell is 0.70 ns.

Looking at the max-slew report, the worst-margin pin has a slew of 0.941 ns. After layout, the worst setup slack is 10.12 ns. After its last routability iteration, the placer logged a weighted congestion of 0.906. The synthesized netlist has a Yosys-reported chip area of 100000 um2.

The maximum number of pins on one net before global-route repair stands at 91. The run finished with clean final reports. The insertion delay to the later sink of the worst-skew pair stands at 0.65 ns.

For this run, the share of the core covered by cells in the final layout is 32.7%. The share of synthesized area in the top cell type comes to 45.3%. Of the available clock period, the critical path in the final layout requires 62.4%. The most numerous cell type found on the critical path is sky130_fd_sc_hd__xnor2_1. Per the synth stats, the proportion of register bits with asynchronous set or reset is 100%. For reference, the post-synthesis area per instance comes to 9.19 um2. Looking at the clock tree report, the root buffer type is sky130_fd_sc_hd__clkbuf_16. According to the timing report, the data required time at the worst endpoint equals 27.39 ns. The number of global-route vias before repair was 73300.

The final-report max-slew violation count stands at 0. Headroom to the max-slew limit came out at 36.6%. Checking hold timing, the worst path is listed with class reg2reg. STA classifies the critical path endpoint as a register. The warning count from the yosys run stands at 1. The placed instances occupy a cell area of 107000 um2. The first-pass iteration count of the detailed router stands at 6.

The post-detailed-route DRC marker count stands at 0. For the worst reg-to-reg path, the endpoint reported by OpenROAD is r6[7].
==> cell type report <==
cell class | instances | area (um2)
Fill cell | 34300 | 224000
Clock inverter | 22 | 353
Inverter | 2786 | 10500
Multi-Input combinational cell | 7348 | 80400
Clock buffer | 54 | 1170
Sequential cell | 312 | 7830
Tap cell | 4387 | 5490
Timing Repair Buffer | 373 | 3210
Antenna cell | 5 | 12.5
==> synthesized netlist by cell type, types with 6 or more instances <==
cell,n
sky130_fd_sc_hd__dfrtp_1,311
sky130_fd_sc_hd__nor3_1,30
sky130_fd_sc_hd__or2_2,12
sky130_fd_sc_hd__nand2b_1,85
sky130_fd_sc_hd__clkbuf_1,467
sky130_fd_sc_hd__a31oi_1,8
sky130_fd_sc_hd__a21o_1,101
sky130_fd_sc_hd__buf_1,15
sky130_fd_sc_hd__nor2b_1,39
sky130_fd_sc_hd__and3_1,22
sky130_fd_sc_hd__inv_1,2785
sky130_fd_sc_hd__o21a_1,27
sky130_fd_sc_hd__a211o_1,7
sky130_fd_sc_hd__a211oi_1,8
sky130_fd_sc_hd__a41o_1,6
sky130_fd_sc_hd__o21ai_0,214
sky130_fd_sc_hd__xnor2_1,342
sky130_fd_sc_hd__xnor2_2,6
sky130_fd_sc_hd__ha_1,956
sky130_fd_sc_hd__mux2i_1,11
sky130_fd_sc_hd__a21oi_1,182
sky130_fd_sc_hd__xor2_1,120
sky130_fd_sc_hd__mux2_2,58
sky130_fd_sc_hd__or3_1,8
sky130_fd_sc_hd__nand2_1,1594
sky130_fd_sc_hd__fa_1,2270
sky130_fd_sc_hd__o21bai_1,53
sky130_fd_sc_hd__nand3_1,24
sky130_fd_sc_hd__a21boi_0,8
sky130_fd_sc_hd__o21ai_1,8
sky130_fd_sc_hd__o211ai_1,6
sky130_fd_sc_hd__nor2_1,168
sky130_fd_sc_hd__and2_1,877
sky130_fd_sc_hd__o31ai_1,27
==> flip-flops by register name, indices dropped and copies added, names as in the netlist, 8 cells and up <==
name,count
r2,32
x2,31
y2,31
distortion_factor,26
ram_rd_addr,20
r4,16
vout_data,16
x_norm,16
y_norm,16
corrected_x,10
corrected_y,10
px_d1,10
px_d2,10
py_d1,10
py_d2,10
x_distorted,10
y_distorted,10
r6,8
==> how the worst min path moves through the flow <==
stage | end | start | slack [ns]
global route | py_d2[1] | py_d1[1] | 0.35
CTS | py_d2[6] | py_d1[6] | 0.35
finish | py_d2[1] | py_d1[1] | 0.35
==> through the flow <==
| stage | hold slack (ns) | cells |
|---|---|---|
| 6_report | 0.345 | 15300 |
| 5_1_grt | 0.352 | 15300 |
| 4_1_cts | 0.347 | 15300 |
| 3_5_place_dp | 0.335 | 15200 |
| 3_3_place_gp | 0.331 | 15200 |
| 2_1_floorplan | 0.331 | 10900 |
==> critical path, delay by kind of cell (launching register included) <==
family,cells,cell delay [ns]
buf+inv,9,1.16
xor+xnor,18,4.14
fa+ha+maj,17,7.45
simple gates,5,0.93
flops,1,0.70
compound gates,10,2.20
==> layout by cell type, fill, tap and decap left out, drive strengths merged, types with 5 or more instances in the layout <==
master,instances
xnor2,348
a21oi,182
xor2,120
or3,8
o31ai,28
and2,878
buf,213
clkdlybuf4s50,160
diode,5
nor4,5
nor2b,40
inv,2790
mux2,59
a31oi,10
o21ai,222
dfrtp,311
fa,2270
and3,22
a211oi,10
nand3,24
or2,13
nand2b,85
bufinv,7
a21boi,12
nor2,168
o211ai,6
clkbuf,54
mux2i,11
nor3,30
a41o,6
o21a,27
o21bai,53
clkinv,9
a211o,7
nand2,1594
ha,956
a21o,101
==> layer usage <==
metal  routed length (um)  vias to the layer above  track usage [%]
li1                     -                    31600                -
met1               102000                    33800             21.7
met2               112000                     1928             24.7
met3                24500                      213             6.76
met4                 4240                       10             2.24
met5                   66                        -                0
==> logic make-up after synthesis <==
kind of cell               count (synthesis)  synth area share, %
AOI/OAI and AO/OA                        698                 4.33
xor gates and xnor gates                 471                 4.19
adders and majority gates               3226                 57.2
buffers and inverters                   3270                 12.2
DFF                                      312                 7.78
muxes                                     70                0.775
and+or+nand+nor                         2883                 13.5
